$ cat design/flow/config.mk
export PLATFORM = sky130hd
export DESIGN_NAME = uart_rx_ctl
export DESIGN_NICKNAME = uart_rx_ctl
export VERILOG_FILES = /design/flow/design.v
export SDC_FILE = /design/flow/constraint.sdc
export NUM_CORES = 4
export LEC_CHECK = 1
export CORE_AREA = 10 10 85 85
export DIE_AREA = 0 0 95 95
$ cat design/flow/constraint.sdc
current_design uart_rx_ctl

set clk_period 4.4
set clk_io_pct 0.2

create_clock -name clk0 -period $clk_period [get_ports {i_clk}]

set non_clock_inputs [all_inputs -no_clocks]
set_input_delay [expr $clk_period * $clk_io_pct] -clock clk0 $non_clock_inputs
set_output_delay [expr $clk_period * $clk_io_pct] -clock clk0 [all_outputs]
$ cat design/flow/design.v
`timescale 1ns / 1ps
module uart_rx_ctl (
  input            i_clk,            
  input            i_rst,           
  input            i_baud_x16_en,   
  input            i_rx_in_i_clk,    
  output [7:0]     o_rx_data,       
  output           o_rx_data_rdy,   
  output           o_frm_err        
);
  localparam 
    IDLE  = 2'b00,
    START = 2'b01,
    DATA  = 2'b10,
    STOP  = 2'b11;
  reg [1:0]    state;                 
  reg [1:0]    next_state;
  reg [3:0]    over_sample_cnt;       
  reg [2:0]    bit_cnt;               
  reg [7:0]    rx_data;               
  reg          rx_data_rdy;           
  reg          frm_err;               
  wire         over_sample_cnt_done;  
  wire         bit_cnt_done;          
  always @(*)
      begin
        case (state)
          IDLE: 
          begin
            next_state = IDLE;
            if (!i_rx_in_i_clk)
               begin
                 next_state = START;
               end 
          end  
          START: 
          begin
            next_state = START;
            if (over_sample_cnt_done)
            begin
              if (!i_rx_in_i_clk)
                begin
                  next_state = DATA;
                end
              else
                begin
                  next_state = IDLE;
                end
            end  
          end  
          DATA: 
          begin
            next_state = DATA;
            if (over_sample_cnt_done && bit_cnt_done)
            begin
              next_state = STOP;
            end
          end  
          STOP: 
          begin
            next_state = STOP;
            if (over_sample_cnt_done)
            begin
              next_state = IDLE;
            end
          end  
       default: 
          begin
              next_state = IDLE;
          end  
        endcase
    end  
  always @(posedge i_clk or negedge i_rst)
    begin
     if (!i_rst)
       begin
         state <=  IDLE;
       end
     else
       begin if (i_baud_x16_en) 
         state <= next_state;
       end
    end   
  always @(posedge i_clk or negedge i_rst)
  begin
    if (!i_rst)
      begin
        over_sample_cnt    <= 4'd0;
      end
    else
    begin
      if (i_baud_x16_en) 
      begin
        if (!over_sample_cnt_done)
        begin
          over_sample_cnt <= over_sample_cnt - 1'b1;
        end
        else
        begin
          if ((state == IDLE) && !i_rx_in_i_clk)
          begin
            over_sample_cnt <= 4'd7;
          end
          else if ( ((state == START) && !i_rx_in_i_clk) || (state == DATA)  )
          begin
            over_sample_cnt <= 4'd15;
          end
        end
      end  
    end  
  end  
  assign over_sample_cnt_done = (over_sample_cnt == 4'd0);
  always @(posedge i_clk or negedge i_rst)
  begin
    if (!i_rst)
    begin
      bit_cnt    <= 3'b0;
    end
    else
    begin
      if (i_baud_x16_en) 
      begin
        if (over_sample_cnt_done)
        begin
          if (state == START)
          begin
            bit_cnt <= 3'd0;
          end
          else if (state == DATA)
          begin
            bit_cnt <= bit_cnt + 1'b1;
          end
        end  
      end  
    end  
  end  
  assign bit_cnt_done = (bit_cnt == 3'd7);
  always @(posedge i_clk or negedge i_rst)
  begin
    if (!i_rst)
    begin
      rx_data     <= 8'b0000_0000;
      rx_data_rdy <= 1'b0;
    end
    else
    begin
      if (i_baud_x16_en && over_sample_cnt_done) 
      begin
        if (state == DATA)
        begin
          rx_data[bit_cnt] <= i_rx_in_i_clk;
          rx_data_rdy      <= (bit_cnt == 3'd7);
        end
        else
        begin
          rx_data_rdy      <= 1'b0;
        end
      end
    end  
  end  
  always @(posedge i_clk or negedge i_rst)
  begin
    if (!i_rst)
    begin
      frm_err     <= 1'b0;
    end
    else
    begin
      if (i_baud_x16_en) 
      begin
        if ((state == STOP) && over_sample_cnt_done && !i_rx_in_i_clk)
        begin
          frm_err <= 1'b1;
        end
        else
        begin
          frm_err <= 1'b0;
        end
      end  
    end  
  end  
  assign o_rx_data = rx_data;   
  assign o_rx_data_rdy = rx_data_rdy;
  assign o_frm_err = frm_err;    
endmodule
$ cat design/flow/run.sh
#!/bin/bash
# OpenROAD 26Q1-2900-gdf79404cd8, Yosys 0.63+post, stock flow scripts
make -C /OpenROAD-flow-scripts/flow DESIGN_CONFIG=/design/flow/config.mk WORK_HOME=/design/flow/orfs finish
==> Changelog: implementation <==
### Changed

* Status: complete, no violations
* Crit-path max FO at 10
* Synthesized instance count at 109
* DP HPWL at 1680 um
* Antenna fix cells at 0
* Mapped cell area at 1140 um^2
* GR Util All Layers at 0.0528
* Final hold violation count at 0
* 1st-pass router iterations at 4
* Flops after synth at 21
* Yosys synthesis chip area at 1140 um^2
* Total gr overflow at 0
* Root buf cell: clkbuf_8
* CTS clk-pin slew, worst paths at 0.07 ns
* Post-layout period usage at 0.581
* Max VDD drop at 71.2 uV
* Clk sinks at 21
* Pin count of the biggest net entering global routing at 22
* Fraction of layout cells with a size suffix above 1 at 0.106
* Synth Seq Share at 0.464
* Antenna viol nets, final at 0
* Initial antenna violation count at 0
* DR DRC count at 0
* # Max-Cap Violations at 0
* Fin Clk Skew at 0.00114 ns
* Longest Clk Path Bufs at 2
* Most frequent logic cell in the layout: dfrtp_1
* Slew Limit Fails at 0
* Die area at 9030 um^2
* Post-CTS sizing at 0
* WL per Instance at 11.7 um
* RSZ-0062 raised after global routing: no
* Vias at 812
* CTS tree: done
* # rows at 27
* CTS Hold Bufs at 0
* Final Setup Violations at 0
* Critical path endpoint category: flop
* Syn avg cell area at 10.4 um^2
* LEAKAGE at 0.584 nW
* Routed Wire Length at 2290 um
* EDFF count, synth at 0
* Share of flip-flops with an asynchronous set or reset at 1.00
* Vias in the first global route at 812
* Num CTS Buffers at 3
* Post-CTS Setup Bufs at 0
* # Cells Yosys at 109
* Main synth FF type: dfrtp_1
* Power Dens Cells at 316 nW/um^2
* Setup TNS at 0 ns
* I/O pin count at 14
* First DRT Iteration DRCs at 39
* Most frequent cells in the layout: dfrtp_1 (20), nand2_1 (14), clkdlybuf4s50_1 (13)
* WS Path Type: in -> reg
* Initial Util at 0.208
* Hold_ws at 0.496 ns
* First-pass GRT wire length at 3970 um
* Vias/cell at 4.16
* Minimum clock period at 2.56 ns
* Layout area overhead at 22.0%
* IO buf count at 13
* Worst hold path class: reg -> reg
* Core area at 5470 um^2
* Clk latency late pin at 0.25 ns
* Max H-tree Level at 1
* YS warnings at 1
* Log Warnings at 29
* Worst setup SP type: primary input
* Unique masters post-synth at 39
* Actual transition at the worst max-transition pin at 0.374 ns
* DIE WIDTH at 95 um
* Max Fclk at 391 MHz
* Final Wtd Congestion at 0.782
* Crit path DAT at 2.70 ns
* Crit path DRT at 4.54 ns
* Rel. slew slack at 0.750
* Vert. Die Dim at 95 um
registers in the layout, indices dropped and copies added, names as in the netlist:
register / count
rx_data: 8
over_sample_cnt: 4
state: 4
bit_cnt: 3
frm_err: 1
rx_data_rdy: 1
synth_stat cells (all sizes together) (4+ instances only):
cell type	count	area, um^2
nand2	14	52.6
dfrtp	20	500
nor2	5	18.8
nand3	4	25.0
a21oi	4	20.0
a22o	5	43.8
inv	6	22.5
o2bb2ai	4	35.0
ha	7	87.6
critical path, stage by stage:
cell and delay, ns:
clkdlybuf4s50_1 0.63, and4bb_1 0.45, nand3_1 0.20, nor4_2 0.20, mux2_1 0.34
cell families after synthesis:
logic type	count (synthesis)	synth area share
AOI/OAI and AO/OA	27	0.182
xor gates and xnor gates	2	0.0154
adders and majority gates	7	0.0771
buffers and inverters	10	0.0396
DFF	21	0.464
muxes	3	0.0319
and+or+nand+nor	39	0.191
path summary, 6_finish.rpt:
check	slack, ns	end	from	cells after the start
max	1.84	rx_data[4]$_DFFE_PN0P_	i_baud_x16_en	5
min	0.50	rx_data[7]$_DFFE_PN0P_	rx_data[7]$_DFFE_PN0P_	1
max reg2reg	2.40	rx_data[4]$_DFFE_PN0P_	over_sample_cnt[0]$_DFFE_PN0P_	6
min reg2reg	0.50	rx_data[7]$_DFFE_PN0P_	rx_data[7]$_DFFE_PN0P_	1
max in group asynchronous	3.17	state[0]$_DFF_PN1_	i_rst	2
min in group asynchronous	0.96	frm_err$_DFFE_PN0P_	i_rst	2
per-layer routing:
layer,part of all wire,up-vias,GRT usage
met1,0.48,371,0.0795
met3,0.036,2,0.00160
met4,0.012,0,0.0112
met5,0,-,0
met2,0.48,16,0.0830
li1,-,423,-
area by class of cell:
type | instances | area, um^2
tap | 72 | 90.1
clock buffer | 4 | 45.0
timing repair buffer | 14 | 138
sequential | 21 | 527
multi-input combinational | 78 | 564
inverter | 6 | 22.5
fill | 567 | 4090
where the power goes:
group / internal (mW) / total [mW] / switching (mW) / leakage, nW
Sequential: 0.211 / 0.230 / 0.0188 / 0.271
Clock: 0.0644 / 0.124 / 0.0593 / 0.0228
Combinational: 0.0411 / 0.0849 / 0.0438 / 0.291
metrics by stage:
| stage | cell area, um^2 | std cells | utilization | total power [mW] | setup WS, ns |
|---|---|---|---|---|---|
| after detailed placement | 1340 | 191 | 0.245 | 0.318 | 1.57 |
| after global placement | 1340 | 191 | 0.245 | 0.317 | 1.63 |
| after floorplan | 1140 | 109 | - | 0.297 | 2.35 |
| after CTS | 1390 | 195 | 0.253 | 0.447 | 1.84 |
| final | 1390 | 195 | 0.253 | 0.439 | 1.84 |
| after global routing | 1390 | 195 | 0.253 | 0.475 | 1.76 |
Power figures rest on the tool's default switching activity, not on a simulated workload.
