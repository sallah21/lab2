### flow/run.sh
#!/bin/bash
# OpenROAD 26Q1-2900-gdf79404cd8, Yosys 0.63+post, stock flow scripts
make -C /OpenROAD-flow-scripts/flow DESIGN_CONFIG=/design/flow/config.mk WORK_HOME=/design/flow/orfs finish
### flow/config.mk
export PLATFORM = sky130hd
export DESIGN_NAME = uart_baud_gen
export DESIGN_NICKNAME = uart_baud_gen
export VERILOG_FILES = /design/flow/design.v
export SDC_FILE = /design/flow/constraint.sdc
export NUM_CORES = 4
export LEC_CHECK = 1
export CORE_AREA = 10 10 70 70
export DIE_AREA = 0 0 80 80
### flow/constraint.sdc
current_design uart_baud_gen

set clk_period 2.1
set clk_io_pct 0.2

create_clock -name clk0 -period $clk_period [get_ports {i_clk}]

set non_clock_inputs [all_inputs -no_clocks]
set_input_delay [expr $clk_period * $clk_io_pct] -clock clk0 $non_clock_inputs
set_output_delay [expr $clk_period * $clk_io_pct] -clock clk0 [all_outputs]
### flow/design.v
`timescale 1ns / 1ps
module uart_baud_gen #
(
  parameter BAUD_RATE    = 115_200,              
  parameter CLOCK_RATE   = 50_000_000
)
(
  input        i_clk,           
  input        i_rst,           
  output       o_baud_x16_en    
);
  function automatic integer clogb2;
    input [31:0] value;
    reg   [31:0] my_value;
    begin
      my_value = value - 1;
      for (clogb2 = 0; my_value > 0; clogb2 = clogb2 + 1)
        my_value = my_value >> 1;
    end
  endfunction
  localparam OVERSAMPLE_RATE = BAUD_RATE * 16;
  localparam DIVIDER = (CLOCK_RATE+OVERSAMPLE_RATE/2) / OVERSAMPLE_RATE;
  localparam OVERSAMPLE_VALUE = DIVIDER - 1;
  localparam CNT_WID = clogb2(DIVIDER);
  reg [CNT_WID-1:0] internal_count;
  reg               baud_x16_en_reg;
  wire [CNT_WID-1:0] internal_count_m_1;  
  assign internal_count_m_1 = internal_count - 1'b1;
  always @(posedge i_clk or negedge i_rst)
  begin
    if (!i_rst)
    begin
      internal_count  <= OVERSAMPLE_VALUE;
      baud_x16_en_reg <= 1'b0;
    end
    else
    begin
      baud_x16_en_reg   <= (internal_count_m_1 == {CNT_WID{1'b0}});
      if (internal_count == {CNT_WID{1'b0}}) 
      begin
        internal_count    <= OVERSAMPLE_VALUE;
      end
      else  
      begin
        internal_count    <= internal_count_m_1;
      end
    end  
  end  
  assign o_baud_x16_en = baud_x16_en_reg;
endmodule
==> insert_results.sql <==
-- load yosys + openroad results
INSERT INTO impl_metrics (metric_group, metric, value, unit) VALUES
('cts', 'clkSlewWorstSetupHoldPaths', '50', 'ps'),
('cts', 'tritoncts', 'yes', ''),
('cts', 'ctsHoldBuffers', '0', ''),
('floorplanning', 'dieHeight', '80', 'um'),
('yosys', 'post_synth_instance_area', '315.3', 'um2'),
('drt', 'ant_nets', '0', ''),
('job', 'log.warning_count', '26', ''),
('setup_path', 'crit_required', '1680', 'ps'),
('grt', 'groute.usage.overall', '0.01602', ''),
('yosys', 'synth-edff-count', '0', ''),
('pwr', 'internal_power', '0.1901', 'mW'),
('drt', 'count_of_inserted_antenna_diode_cells', '0', ''),
('yosys', 'synthTopCellsByCount', '4 x inv_1, 3 x dfrtp_1, 3 x dfstp_2, 3 x nor2_1', ''),
('setup_path', 'path_max_fanout', '1', ''),
('sta', 'max_slew_margin', '0.8188', ''),
('setup_path', 'worst-setup-path-type', 'reg -> out', ''),
('yosys', 'syn_avg_cell_area', '10.51', 'um2'),
('sta', 'rsz0062_at_grt', 'no', ''),
('yosys', 'yosys.stat.chipArea', '315.3', 'um2'),
('drt', 'route.detailed.wl_per_inst', '6.370', 'um'),
('grt', 'first_global_vias', '198', ''),
('drt', 'avgViaCountPerCell', '2.815', ''),
('pwr', 'p_leak', '0.1847', 'nW'),
('floorplanning', 'core.rowCount', '21', ''),
('setup_path', 'startpoint_type_of_the_worst_setup_path', 'register', ''),
('drt', 'drt_drc_violations_left', '0', ''),
('pwr', 'p_switching', '0.04830', 'mW'),
('layout', 'seqCellArea', '153.9', 'um2'),
('grt', 'grt_overflow', '0', ''),
('yosys', 'top_cell', 'inv_1', ''),
('floorplanning', 'die.size.x', '80', 'um'),
('layout', 'largest_reg_flops', '5', ''),
('sta', 'timing.setup.tns', '0', 'ps'),
('sta', 'timing.final.max_slew_violations', '0', ''),
('sta', 'finalHoldViolCount', '0', ''),
('pwr', 'seqPwrFrac', '0.487', ''),
('setup_path', 'worst_r2r_startpoint', 'internal_count[1]', ''),
('floorplanning', 'core_utilization_before_placement', '0.09231', ''),
('place', 'place_hpwl', '392.4', 'um'),
('cts', 'clock.latency.late_pin', '250', 'ps'),
('cts', 'post-cts-setup-buffers', '0', ''),
('yosys', 'synth_cell_type_count', '17', ''),
('setup_path', 'worst-endpoint-arrival', '1020', 'ps'),
('sta', 'final.min_clock_period', '1445', 'ps'),
('yosys', 'post_synth_main_area_contributors', 'dfstp_2 25%, dfrtp_1 24%, ha_1 7.9%', ''),
('run_status', 'outcome', 'finished clean', ''),
('job', 'timing.max_cap.violations', '0', ''),
('grt', 'grt_first_pass_wirelength', '841', 'um'),
('cts', 'tritoncts_num_sinks', '6', ''),
('floorplanning', 'core_region_area', '0.003416', 'mm2'),
('sta', 'setup_viol', '0', ''),
('place', 'finalWeightedCongestion', '0.7410', ''),
('yosys', 'count_of_warnings_emitted_by_yosys', '1', ''),
('setup_path', 'sort_of_element_at_the_end_of_the_critical_path', 'output pin', ''),
('yosys', 'synth.yosys.seq_area_share', '0.4881', ''),
('floorplanning', 'boundaryPins', '3', ''),
('setup_path', 'critPathBufInv', '1', ''),
('yosys', 'synth_top_flop_cell', 'dfstp_2', ''),
('cts', 'cts_inserted_buffers', '3', ''),
('layout', 'filler_cell_count', '389', ''),
('cts', 'cts_root_buffer', 'clkbuf_4', ''),
('grt', 'grt_max_degree', '8', ''),
('pwr', 'power_density', '584.5', 'mW/mm2'),
('pwr', 'comb_power_share', '0.016', ''),
('cts', 'ctsHtreeMaxLevel', '1', ''),
('drt', 'route.vias.total', '228', ''),
('pwr', 'clock_power_share', '0.497', ''),
('drt', 'detailedRoute.firstIterationViolations', '27', ''),
('yosys', 'largest_area_cell', 'dfstp_2', ''),
('drt', 'detail_route.wirelength', '516', 'um'),
('yosys', 'ys_cells', '30', '');
[per-layer routing]
layer | wire, um | global-route usage | vias to the layer above
li1 | - | - | 109
met1 | 216 | 0.01740 | 107
met2 | 212 | 0.02247 | 7
met3 | 48 | 0.01023 | 5
met4 | 39 | 0.01056 | 0
met5 | 0 | 0 | -
[cells by family after synthesis]
kind of cell	count (synthesis)	share of synthesized area
compound gates	6	0.1151
buf+inv	5	0.08332
simple gates	10	0.2063
xor+xnor	1	0.02778
flops	6	0.4881
fa+ha+maj	2	0.07935
[power by group through the flow]
| stage | clock [mW] | combinational [mW] | sequential [mW] |
|---|---|---|---|
| global route | 0.133 | 0.00446 | 0.116 |
| finish | 0.118 | 0.00376 | 0.116 |
| CTS | 0.122 | 0.00411 | 0.116 |
[worst paths after layout]
kind	end	depth (start not counted)	slack (ps)
setup / recovery	o_baud_x16_en	1	660
hold / removal	baud_x16_en_reg	1	410
setup reg to reg	baud_x16_en_reg	5	820
hold reg to reg	internal_count[3]	1	530
max in group asynchronous	internal_count[4]	1	1420
min in group clk0	internal_count[3]	1	530
[layout by cell type, fill, tap and decap left out]
| master | count |
|---|---|
| a21oi_1 | 1 |
| o31ai_1 | 2 |
| clkbuf_1 | 1 |
| xor2_1 | 1 |
| clkbuf_4 | 3 |
| o21ai_0 | 2 |
| dfstp_2 | 3 |
| inv_1 | 4 |
| nand3_1 | 1 |
| nor2_2 | 1 |
| nand2b_1 | 2 |
| clkdlybuf4s50_1 | 2 |
| nor3_2 | 1 |
| nand2b_4 | 1 |
| dfrtp_1 | 3 |
| nand4_1 | 1 |
| nor2_1 | 3 |
| o22ai_1 | 1 |
| ha_1 | 2 |
[per-stage QoR]
step | hold slack [ps] | cells | area [um2] | power (mW) | utilization
5_1_grt | 424.6 | 81 | 407.9 | 0.2538 | 0.1194
4_1_cts | 423.1 | 81 | 407.9 | 0.2421 | 0.1194
3_5_place_dp | 517.5 | 77 | 381.6 | 0.1219 | 0.1117
6_report | 408.1 | 81 | 407.9 | 0.2384 | 0.1194
3_3_place_gp | 498.9 | 77 | 381.6 | 0.1218 | 0.1117
2_1_floorplan | 124.4 | 30 | 315.3 | 0.1178 | -
[cell type report]
class | instances | area share
flip-flops and latches | 6 | 0.3773
multi-input cells | 19 | 0.3313
well taps | 46 | 0.1411
clock buffers | 4 | 0.06442
repair buffers | 2 | 0.04908
inverters | 4 | 0.03681
Power and IR drop assume default switching activity.
